===== ./config.mk =====
export PLATFORM = sky130hd
export DESIGN_NAME = Cache_CT
export DESIGN_NICKNAME = Cache_CT
export VERILOG_FILES = /design/flow/design.v
export SDC_FILE = /design/flow/constraint.sdc
export NUM_CORES = 4
export LEC_CHECK = 1
export CORE_AREA = 10 10 73 73
export DIE_AREA = 0 0 83 83
export SYNTH_MEMORY_MAX_BITS = 65536

===== ./constraint.sdc =====
current_design Cache_CT

set clk_period 1.0
set clk_io_pct 0.2

create_clock -name clk0 -period $clk_period [get_ports {clk}]

set non_clock_inputs [all_inputs -no_clocks]
set_input_delay [expr $clk_period * $clk_io_pct] -clock clk0 $non_clock_inputs
set_output_delay [expr $clk_period * $clk_io_pct] -clock clk0 [all_outputs]

===== ./design.v =====
module Cache_CT (
    input clk, rst,
    input rd_en, wr_en,
    input [31:0] addr,
    input [31:0] wr_data,
    input sram_rdy,
    input [63:0] sram_rd_data,
    output [31:0] rd_data,
    output rdy,
    output sram_wr_en, sram_rd_en
);
    reg [31:0] w0_first [0:63], w0_second [0:63], w1_first  [0:63], w1_second [0:63];
    reg [9:0] w0_tag [0:63], w1_tag [0:63];
    reg [63:0] w0_valid, w1_valid, index_lru;
    wire [2:0] offset;
    wire [5:0] index;
    wire [9:0] tag, tag_w0, tag_w1;
    wire [31:0] data_w0, data_w1, data, rd_data_q;
    assign offset = addr[2:0];
    assign index = addr[8:3];
    assign tag = addr[18:9];
    wire valid_w0, valid_w1, hit, hit_w0, hit_w1;
    always @(posedge clk) begin
        if (hit_w0 && wr_en) begin
            index_lru[index] = 1'b1;
            w0_valid[index] = 1'b0;
        end
        else if (hit_w1 && wr_en) begin
            index_lru[index] = 1'b0;
            w1_valid[index] = 1'b0;
        end
    end
    always @(posedge clk or posedge rst) begin
        if (rst) begin
            w1_valid = 64'd0;
            index_lru = 64'd0;
            w0_valid = 64'd0;
        end
    end
    always @(posedge clk) begin
        if (hit && rd_en) begin
            index_lru[index] = hit_w1;
        end
        else if (rd_en) begin
            if (sram_rdy) begin
                if (index_lru[index] == 1'b0) begin
                    index_lru[index] = 1'b1;
                    {w1_second[index], w1_first[index]} = sram_rd_data;
                    w1_tag[index] = tag;
                    w1_valid[index] = 1'b1;
                end
                else begin
                    {w0_second[index], w0_first[index]} = sram_rd_data;
                    w0_valid[index] = 1'b1;
                    index_lru[index] = 1'b0;
                    w0_tag[index] = tag;
                end
            end
        end
    end
    assign tag_w0 = w0_tag[index];
    assign tag_w1 = w1_tag[index];
    assign data_w0 = (offset[2] == 1'b0) ? w0_first[index] : w0_second[index];
    assign data_w1 = (offset[2] == 1'b0) ? w1_first[index] : w1_second[index];
    assign valid_w0 = w0_valid[index];
    assign valid_w1 = w1_valid[index];
    assign hit = hit_w0 | hit_w1;
    assign hit_w0 = (tag_w0 == tag && valid_w0 == 1'b1);
    assign hit_w1 = (tag_w1 == tag && valid_w1 == 1'b1);
    assign rd_data_q = hit ? data :
                       sram_rdy ? (offset[2] == 1'b0 ? sram_rd_data[31:0] : sram_rd_data[63:32]) : 32'bz;
    assign data = hit_w0 ? data_w0 :
                  hit_w1 ? data_w1 : 32'dz;
    assign sram_rd_en = ~hit & rd_en;
    assign sram_wr_en = wr_en;
    assign rd_data = rd_en ? rd_data_q : 32'bz;
    assign rdy = sram_rdy;
endmodule

===== ./run.sh =====
#!/bin/bash
# OpenROAD 26Q1-2900-gdf79404cd8, Yosys 0.63+post, stock flow scripts
make -C /OpenROAD-flow-scripts/flow DESIGN_CONFIG=/design/flow/config.mk WORK_HOME=/design/flow/orfs finish

==> results.tsv <==
stage	metric	value	unit
detailed_routing	via_per_inst	3.72	
power_and_ir_drop	p_comb_share	100.0	%
timing	setup_violations	32	
timing	rsz0062_at_grt	true	
status	outcome	finished, violations left	
yosys	ys_cells	39	
placed_design	place_area	1540	um^2
floorplanning	core	3740	um^2
final_layout	areaGrowthSynthToFinish	172	%
yosys	synthesis.area	567	um^2
power_and_ir_drop	netSwitchingPower	0.140	mW
timing	finalWorstSetupSlack	-0.0910	ns
worst_setup_path	worstPathCellList	buf_12 -> buf_16 -> mux2_4 -> buf_2	
power_and_ir_drop	ir_drop	0.158	mV
yosys	ys_seq_share	0	%
worst_setup_path	crit_path_end_kind	output port	
final_layout	stdcell_area	1540	um^2
yosys	synth_area_per_cell	14.5	um^2
detailed_routing	wl_per_cell	16.5	um
placed_design	routabilityCongestion	0.847	
final_layout	clkbuf_count	0	
power_and_ir_drop	power_density	392	nW/um^2
timing	fmax	0.917	GHz
final_layout	utilization	41.2	%
clocking	post_cts_buffers	0	
grt	grt_max_degree	7	
detailed_routing	drt-initial-drc-count	2	
yosys	yosys_area	567	um^2
power_and_ir_drop	internal_power	0.466	mW
worst_setup_path	start_kind	primary input	
grt	grt.overflow.total	0	
worst_setup_path	cp_slowest_cell	mux2_4	
grt	grtUsageTotal	7.83	%
floorplanning	rows	22	
floorplanning	fp.dieW	83	um
timing	tns	-2.45	ns
detailed_routing	antenna_cells	0	
power_and_ir_drop	power_frac_seq	0	%
detailed_routing	drc_errors	0	
timing	drv_slew	0	
timing	hold_violations	0	
grt	antenna_found_initial	0	
detailed_routing	firstDrtPassIters	2	
worst_hold_path	hp-class	primary input to output port	
detailed_routing	dr_total_vias	681	
timing	whs	0.400	ns
final_layout	regArea	0	um^2
floorplanning	fp-utilization	15.1	%
grt	grt_first_pass_wirelength	4.56	mm
worst_setup_path	required	0.80	ns
timing	tightest_slew	0.0723	ns
final_layout	final_layout_size_suffix_gt1_share	52.6	%
power_and_ir_drop	power_leakage	0.842	nW
worst_setup_path	worst-endpoint-arrival	0.89	ns
floorplanning	ios	168	
power_and_ir_drop	switching_share	23.0	%
worst_setup_path	criticalPathCategory	primary input to output port	
worst_setup_path	worstPathMaxFanout	6	
timing	slew_headroom	95.2	%
grt	grt_pass1_vias	770	
yosys	ys_types	5	
worst_setup_path	path_buffers	3	
yosys	syn-instance-count	39	
floorplanning	die_y	83	um
status	violations	setup timing	
job	drv_cap	0	
detailed_routing	ant_nets	0	
worst_setup_path	cpLargestDelayFamily	buffers and inverters	
timing	fin_crit_sh	109	%
detailed_routing	wirelength	3.01	mm
final_layout	flops	0	
yosys	ys_warn_count	580	
placed_design	dp_hpwl	2.60	mm
worst_setup_path	slowest_delay	0.29	ns
job	warnings	94	
floorplanning	chipArea	6890	um^2
timing	post-route-min-period	1.09	ns
placed_design	port_buffers	97	
power_and_ir_drop	p_clk_share	0	%
-- per-stage QoR --
step | instances | power [mW] | setup WS, ns
after floorplan | 39 | 0.213 | 0.0669
after global placement | 179 | 0.660 | -0.504
after detailed placement | 179 | 0.663 | -0.507
after CTS | 183 | 0.623 | -0.0904
after global routing | 183 | 0.652 | -0.103
final | 183 | 0.606 | -0.0910
-- layer usage --
metal	wire length, um	up-vias	global-route usage [%]
met5	0	-	0
met4	0	0	0
met3	379	0	3.94
met2	1480	57	13.8
met1	1160	287	8.70
li1	-	337	-
-- power groups by stage --
stage | sequential [mW] | clock, mW | combinational (mW)
5_1_grt | 0 | 0 | 0.652
4_1_cts | 0 | 0 | 0.623
6_report | 0 | 0 | 0.606
-- synth_stat cells --
cell type,n,area [um^2]
buf_12,3,60.1
buf_6,1,11.3
mux2_4,30,450
buf_4,3,22.5
mux2_2,2,22.5
-- what timing repair did --
action,4_1_cts,5_1_grt
cloned,4,0
gates resized,188,0
setup endpoints to repair,32,32
hold buffers,0,0
-- logic make-up after synthesis --
| group | Yosys count | share of synthesized area (%) |
|---|---|---|
| multiplexers | 32 | 83.4 |
| buffers and inverters | 7 | 16.6 |
-- layout make-up --
cell class,instances,area (um^2)
fillers,401,2200
well taps,48,60.1
multi-input cells,32,480
repair buffers,103,1000
-- placed cells by master, fill, tap and decap left out --
cell type      Yosys  final
buf_16             0      4
mux2_4            30     32
dlygate4sd2_1      0     64
buf_12             3      3
buf_2              0     14
buf_6              1     18
-- path summary, 6_finish.rpt --
path / from / endpoint / cells past startpoint
worst max-delay path: addr[2] / rd_data[29] / 4
worst min-delay path: sram_rdy / rdy / 0
Power and IR drop assume default switching activity.
