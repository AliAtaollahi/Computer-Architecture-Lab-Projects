## flow/config.mk

```make
export PLATFORM = sky130hd
export DESIGN_NAME = Sram_CT
export DESIGN_NICKNAME = Sram_CT
export VERILOG_FILES = /design/flow/design.v
export SDC_FILE = /design/flow/constraint.sdc
export NUM_CORES = 4
export LEC_CHECK = 1
export CORE_UTILIZATION = 30
```

## flow/design.v

```verilog
module Sram_CT(
    input clk, rst,
    input wr_en, rd_en,
    input[31:0] address,
    input [31:0] writeData,
    output[31:0] readData,
    output reg ready,
    inout [15:0]SRAM_DQ,
    output [17:0]SRAM_ADDR,
    output reg SRAM_UB_N,
    output reg SRAM_LB_N,
    output reg SRAM_WE_N,
    output reg SRAM_CE_N,
    output reg SRAM_OE_N
  );
  reg [2:0] ps, ns;
  reg [17:0]addr;
  reg [15:0]W_D_O_16;
  reg [31:0]R_D_32;
  parameter [2 : 0] IDLE = 3'b0;
  parameter [2 : 0] WRITE_1 = 3'b001;
  parameter [2 : 0] WRITE_2 = 3'b010;
  parameter [2 : 0] WRITE_END = 3'b101;
  parameter [2 : 0] READ_1 = 3'b001;
  parameter [2 : 0] READ_2 = 3'b010;
  parameter [2 : 0] READ_3 = 3'b011;
  parameter [2 : 0] READ_END = 3'b101;
  assign SRAM_DQ = (SRAM_WE_N == 0) ? W_D_O_16 : 16'bzzzzzzzzzzzzzzzz;
  assign SRAM_ADDR = addr;
  assign readData = R_D_32;
  always@(posedge clk,posedge rst)
  begin
    if(rst)
      ps <= IDLE;
    else
      ps <= ns;
  end
  always@(ps,wr_en,rd_en)
  begin
    if(ps == WRITE_END || ps == READ_END)
      ns = IDLE;
    else if(wr_en|rd_en)
      ns = ps + 1;
    else
      ns = IDLE;
  end
  always@(ps,wr_en,rd_en,writeData)
  begin
    {SRAM_WE_N, SRAM_UB_N, SRAM_LB_N, SRAM_CE_N, SRAM_OE_N, ready} = 6'b100000;
    if(wr_en)
    case(ps)
      IDLE:
      begin
        ready=~(wr_en|rd_en);
      end
      WRITE_1:
      begin
        W_D_O_16 = writeData[15:0];
        addr = (address[17:0] - 32'd1024) >> 1;
        SRAM_WE_N = 1'b0;
      end
      WRITE_2:
      begin
        W_D_O_16 = writeData[31:16];
        addr = ((address[17:0] - 32'd1024) >> 1) + 1;
        SRAM_WE_N = 1'b0;
      end
      WRITE_END:
      begin
        ready=1'b1;
      end
    endcase
    else if(rd_en)
    case(ps)
      IDLE:
      begin
        ready=~(wr_en|rd_en);
      end
      READ_1:
      begin
        addr = (address[17:0] - 32'd1024) >> 1;
      end
      READ_2:
      begin
        R_D_32[15:0] = SRAM_DQ;
        addr = ((address[17:0] - 32'd1024) >> 1) + 1;
      end
      READ_3:
      begin
        R_D_32[31:16] = SRAM_DQ;
      end
      READ_END:
      begin
        ready = 1'b1;
      end
    endcase
    else
    case(ps)
      IDLE:
      begin
        ready = 1'b1;
      end
    endcase
  end
endmodule
```

## flow/run.sh

```bash
#!/bin/bash
# OpenROAD 26Q1-2900-gdf79404cd8, Yosys 0.63+post, stock flow scripts
make -C /OpenROAD-flow-scripts/flow DESIGN_CONFIG=/design/flow/config.mk WORK_HOME=/design/flow/orfs finish
```

## flow/constraint.sdc

```tcl
current_design Sram_CT

set clk_period 2.3
set clk_io_pct 0.2

create_clock -name clk0 -period $clk_period [get_ports {clk}]

set non_clock_inputs [all_inputs -no_clocks]
set_input_delay [expr $clk_period * $clk_io_pct] -clock clk0 $non_clock_inputs
set_output_delay [expr $clk_period * $clk_io_pct] -clock clk0 [all_outputs]
```

==> PnR_summary.wiki <==
=== Synthesis and place and route ===
{| class="wikitable"
! Metric !! Value
|-
| Count of state elements after synthesis || between 60 and 70
|-
| Synthesized-area fraction occupied by ao, oa, aoi and oai cells || 0.0670
|-
| Largest voltage drop on the vdd net || 0.382 mV
|-
| Adder and majority cell fraction of the synthesized area || 0.0505
|-
| Synthesized instance count || 197
|-
| Initial core utilization || 0.312
|-
| Die Span X || 83.3 µm
|-
| Clock insertion delay at the later pin of the skew report || between 0.2 and 0.25 ns
|-
| Time the worst path needs with I/O delays and setup || ~2.2 ns
|-
| Average vias per placed instance || roughly 4.5
|-
| Setup slack, reg-to-reg || between 1 and 1.5 ns
|-
| Cell repeated most along the worst path || sky130_fd_sc_hd__clkdlybuf4s50_1
|-
| Launching element of the worst setup path || rd_en
|-
| Hpwl dp || about 4 mm
|-
| Vias in the first global route || ~1700
|-
| Relative contribution of the clock network to total power || 0.095
|-
| DRC violation count after routing || 0
|-
| Port bufs || about 100
|-
| Maximum number of pins on one net before global-route repair || 22
|-
| Top Ports || ~140
|-
| Register share of total power || 0.387
|-
| Maximum clock insertion buffer count || 2
|-
| Antenna violations before repair || 0
|-
| Share of the cycle needed by the critical path after routing || 0.956
|-
| Area share of the leading cell type in the synthesized netlist || 0.500
|-
| Setup_tns || 0 ns
|-
| Die span in y || 83.3 µm
|-
| Count of flip-flops with a built-in enable after synthesis || 0
|-
| DP Cell Count || ~380
|-
| Launching element type of the critical path || primary input
|-
| Switching Fraction || 0.269
|-
| Slew headroom || 0.614
|-
| Category of the worst setup path capture point || output port
|-
| Yosys Chip Area || 0.00198 mm²
|-
| Total routed wirelength || approximately 5.0 mm
|-
| Number of OpenROAD warnings || 44
|-
| Simple-Gate Area Share || 0.145
|-
| Router iterations before antenna repair || 4
|-
| Clock tree root buffer cell || sky130_fd_sc_hd__clkbuf_8
|-
| Pwr Density || 508 mW/mm²
|-
| Fmax || 455 MHz
|-
| Slew at the pin with the worst max-slew slack || 0.571 ns
|-
| Syn Std Cell Area || slightly below 0.002 mm²
|-
| Combinational family with the most area after synthesis || simple AND/OR/NAND/NOR gates
|-
| Remaining antenna violation count || 0
|-
| Via count || 1705
|-
| Status || finished, final reports clean
|-
| Fraction of synthesized cell area in xor and xnor cells || 0.0619
|-
| Clock transition time at the flip-flop clock pins of the worst setup and hold paths || 0.03 ns
|-
| Gr ovfl total || 0
|-
| Mean Syn Cell Area || between 10 and 15 µm²
|-
| Area of the placeable core || 0.00635 mm²
|-
| CTS Buf Count || 3
|-
| Worst reg2reg path endpoint || ps[0]$_DFF_PP0_
|-
| Most instantiated flip-flop cell in the synthesis netlist || sky130_fd_sc_hd__dlxtn_1
|-
| Top cells, area || sky130_fd_sc_hd__dlxtn_1 (50%), sky130_fd_sc_hd__mux2_2 (9.7%), sky130_fd_sc_hd__ha_1 (5.1%)
|-
| Combinational share of power || 0.518
|-
| Static leakage || 1.37 nW
|-
| Number of max-capacitance violations reported || 0
|-
| Count of instantiated cells in the yosys netlist || 197
|-
| Number of different library cells in the post-synthesis netlist || 42
|-
| Series of cell instances along the critical path || clkdlybuf4s50_1 -> nor2_2 -> nand2_1 -> o22ai_1 -> clkdlybuf4s50_1
|-
| Portion of netlist area occupied by mux cells || 0.0967
|-
| CP delay by family, top || buffers and inverters
|-
| Critical path class || primary input to output port
|-
| Global routing usage summed across all routing layers || 0.146
|-
| RSZ-0062 raised after global routing || no
|-
| Chip Area || 0.00693 mm²
|-
| Count of endpoints without a timing constraint || 132
|-
| Worst-path cell with the longest stage delay || sky130_fd_sc_hd__clkdlybuf4s50_1
|-
| TritonCTS clock tree || done
|-
| Antenna cell count || 0
|-
| Signed area change from the synthesized netlist to the final layout || 59.6%
|-
| CP required || 1.84 ns
|-
| Number of placement rows || 29
|-
| GP Congestion || between 0.8 and 0.9
|-
| Worst reg2reg startpoint || ps[1]$_DFF_PP0_
|-
| Layout cell share with drive strength beyond 1 || 0.105
|-
| Switching power || about 0.43 mW
|-
| Post-CTS Hold Buffers || 0
|-
| Buffer-and-inverter tally for the worst setup path || 2
|-
| Final total power || approximately 1.6 mW
|-
| Post-CTS Setup Repair Bufs || 0
|-
| Count of unclocked register or latch pins || 66
|-
| Final cell count without fillers || around 380
|-
| WP data arrival || 1.74 ns
|-
| Level count of the clock H-tree || 1
|-
| Global-route wire length before repair || approximately 8.1 mm
|-
| Worst Hold Class || primary input to asynchronous set/reset pin
|-
| Mean routed wirelength per cell || 13.2 µm
|-
| Final clock skew || 0.00417 ns
|-
| Biggest area consumer among synthesized cells || sky130_fd_sc_hd__dlxtn_1
|-
| Setup violations, final || 0
|-
| Count of synthesis-stage warnings from yosys || 2
|-
| Final count of hold timing violations || 0
|-
| R2R depth || 5
|-
| Crit Path Max Fanout || 4
|-
| Ys async rst share || 0.0435
|-
| Internal Dissipation || 1.17 mW
|-
| Detailed Route Iter0 Violations || 51
|-
| Max-slew violations || 0
|-
| Delay of the slowest critical-path stage || 0.49 ns
|}
how the worst max path moves through the flow:
stage,end,cells after the start
4_1_cts,ready,5
5_1_grt,ready,5
6_report,ready,5
synth_stat cells (2+ instances only):
master                    instances
sky130_fd_sc_hd__dlxtn_1         66
sky130_fd_sc_hd__dfrtp_1          3
sky130_fd_sc_hd__o21ai_0          6
sky130_fd_sc_hd__mux2_2          17
sky130_fd_sc_hd__or2_2            2
sky130_fd_sc_hd__a22oi_1          2
sky130_fd_sc_hd__nor2b_1          3
sky130_fd_sc_hd__nor4_1           2
sky130_fd_sc_hd__buf_4            4
sky130_fd_sc_hd__nor2_1          10
sky130_fd_sc_hd__xnor2_1          9
sky130_fd_sc_hd__xor2_1           5
sky130_fd_sc_hd__nand2_1         14
sky130_fd_sc_hd__nor3_1           3
sky130_fd_sc_hd__a21oi_1          4
sky130_fd_sc_hd__nand4_1          4
sky130_fd_sc_hd__ha_1             8
sky130_fd_sc_hd__nand3_1          2
sky130_fd_sc_hd__o31ai_1          2
sky130_fd_sc_hd__inv_1            9
final cells by class:
type | instances | area (µm²)
tap | 77 | 96.3
multi-input combinational | 115 | 855
timing repair buffer | 107 | 1070
inverter | 9 | 33.8
fill | 556 | 3190
clock buffer | 4 | 45.0
sequential | 69 | 1070
layout by cell type (no fill, tap or decap), types with 3 or more instances in the layout:
cell | Yosys | layout
sky130_fd_sc_hd__buf_4 | 4 | 3
sky130_fd_sc_hd__clkbuf_8 | 0 | 3
sky130_fd_sc_hd__inv_1 | 9 | 9
sky130_fd_sc_hd__a21oi_1 | 4 | 4
sky130_fd_sc_hd__mux2_2 | 17 | 17
sky130_fd_sc_hd__conb_1 | 1 | 4
sky130_fd_sc_hd__clkdlybuf4s50_1 | 0 | 103
sky130_fd_sc_hd__ha_1 | 8 | 8
sky130_fd_sc_hd__xnor2_1 | 9 | 9
sky130_fd_sc_hd__nor2_1 | 10 | 9
sky130_fd_sc_hd__xor2_1 | 5 | 5
sky130_fd_sc_hd__dfrtp_1 | 3 | 3
sky130_fd_sc_hd__dlxtn_1 | 66 | 66
sky130_fd_sc_hd__nand4_1 | 4 | 4
sky130_fd_sc_hd__nor3_1 | 3 | 3
sky130_fd_sc_hd__nand2_1 | 14 | 14
sky130_fd_sc_hd__o21ai_0 | 6 | 5
metrics by stage:
step	utilization	worst slack [ns]	area, µm²	hold WS, ns
floorplan	-	0.843	1990	0.214
global placement	0.490	0.0713	3110	0.482
detailed placement	0.490	0.0643	3110	0.494
CTS	0.497	0.0457	3160	0.413
global route	0.498	0.0137	3160	0.427
finish	0.498	0.100	3160	0.413
power by group through the flow:
stage / registers (mW) / logic [mW] / clock network (mW)
finish: 0.622 / 0.831 / 0.153
global route: 0.652 / 0.916 / 0.163
CTS: 0.626 / 0.851 / 0.156
per-layer routing:
metal  up-vias  global-route usage  wire length, µm
met5         -                   0                0
met1       777               0.210             2310
li1        873                   -                -
met2        49               0.249             2480
met4         0              0.0204               63
met3         6              0.0131              180
logic make-up (layout without fill, tap and decap cells):
logic type      count (synthesis)  in the layout
latches                        66             66
mux                            17             17
flops                           3              3
buf+inv                        16            120
other cells                     1              4
fa+ha+maj                       8              8
xor+xnor                       14             14
simple gates                   52             52
compound gates                 20             20
state kept, by name, summed over array words and instances (netlist names):
signal,flops
R_D_32,32
addr,18
SRAM_DQ,16
ps,3
repair_timing:
item                                    in CTS  in global routing
endpoints found under the setup margin       0                  1
hold endpoints to repair                     0                  0
resized                                      0                  2
No activity file was given, so power comes from the tool's default toggle rates.
