==> flow/design.v <==
module Register_File (
    input clk, rst,
    input [3:0] Dest_wb, src_1, src_2,
    input [31:0] dest_wb,
    input WB_WB_EN,
    output [31:0] Val_Rn, Val_Rm
  );
  reg [31:0] RegFile [0:14];
  integer i;
  initial
  begin
    for (i = 0; i < 15 ; i = i + 1 )
      RegFile[i] = i;
  end
  assign Val_Rn = RegFile[src_1];
  assign Val_Rm = RegFile[src_2];
  always @(negedge clk, posedge rst)
  begin
    if (rst)
      for (i = 0; i < 15 ; i = i + 1 )
        RegFile[i] <= i;
    else if (WB_WB_EN)
      RegFile[Dest_wb] <= dest_wb;
  end
endmodule
==> flow/run.sh <==
#!/bin/bash
# OpenROAD 26Q1-2900-gdf79404cd8, Yosys 0.63+post, stock flow scripts
make -C /OpenROAD-flow-scripts/flow DESIGN_CONFIG=/design/flow/config.mk WORK_HOME=/design/flow/orfs finish
==> flow/config.mk <==
export PLATFORM = sky130hd
export DESIGN_NAME = Register_File
export DESIGN_NICKNAME = Register_File
export VERILOG_FILES = /design/flow/design.v
export SDC_FILE = /design/flow/constraint.sdc
export NUM_CORES = 4
export LEC_CHECK = 1
export CORE_UTILIZATION = 30
==> flow/constraint.sdc <==
current_design Register_File

set clk_period 8.4
set clk_io_pct 0.2

create_clock -name clk0 -period $clk_period [get_ports {clk}]

set non_clock_inputs [all_inputs -no_clocks]
set_input_delay [expr $clk_period * $clk_io_pct] -clock clk0 $non_clock_inputs
set_output_delay [expr $clk_period * $clk_io_pct] -clock clk0 [all_outputs]
==> impl_metrics.env <==
# yosys + openroad results
export IMPL_cts_tree="yes"
export IMPL_fin_util=0.355
export IMPL_cp_max_fo=3
export IMPL_switching_share=0.295
export IMPL_seqPwrFrac=0.459
export IMPL_finalMaxSlewViolations=0
export IMPL_warnings=57
export IMPL_edf_count=0
export IMPL_logic_area_um2=12800
export IMPL_required_ns=6.72
export IMPL_dr_wl_met2_um=45400
export IMPL_synth_warning_count=2
export IMPL_holdPathStages=1
export IMPL_yosysTopAreaCell="dfrtn_1"
export IMPL_fin_skew_ns=0
export IMPL_n_fill_cell=8122
export IMPL_cts_setup_buffers=0
export IMPL_total_power_mw=7.31
export IMPL_core_um2=85300
export IMPL_drcViolationCount=0
export IMPL_numCtsBuffers=52
export IMPL_slew_headroom=0.350
export IMPL_ff2ff_path_depth=1
export IMPL_met3RoutedLength_um=14700
export IMPL_port_buffers=110
export IMPL_std_cell_rows=107
export IMPL_outcome="finished, final reports clean"
export IMPL_chip_area_um2=87500
export IMPL_dieHeight_um=296
export IMPL_detailedPlace_worstSlack_ns=0.444
export IMPL_clk_latency_ns=0.60
export IMPL_ios=111
export IMPL_avgSynthCellArea_um2=11.2
export IMPL_cap_violations=0
export IMPL_grt_pass1_vias=22100
export IMPL_hold_start="RegFile[8][6]"
export IMPL_gp_congestion=0.956
export IMPL_p_clk_frac=0.329
export IMPL_synth_cell_type_count=66
export IMPL_arrival_ns=6.66
export IMPL_ys_flop_type="dfrtn_1"
export IMPL_ys_area_um2=25900
export IMPL_common_cells="mux2_2, dfrtn_1, a22oi_1, nor2_1, buf_2"
export IMPL_clockBufferDepth=3
export IMPL_switchingPower_mw=2.16
export IMPL_setup_ws_ns=0.0640
export IMPL_synth_top_area_share=0.437
export IMPL_wirelength_um=106000
export IMPL_overflow=0
export IMPL_wl_met1_um=38200
export IMPL_ys_seq_share=0.465
export IMPL_drt_iter0_drc=1910
export IMPL_grt_start_max_net_pins=106
export IMPL_die_w_um=296
export IMPL_firstDrtPassIters=6
export IMPL_antenna_left=0
export IMPL_hold_viol=0
export IMPL_netlist_area_um2=25900
export IMPL_area_leaders="dfrtn_1, mux2_2, a22oi_1"
export IMPL_clkTransAtPathRegs_ns=0.05
export IMPL_cts_htree_levels=2
export IMPL_cp_startpoint="RegFile[12][29]"
export IMPL_via_count=21800
export IMPL_highest_layer="met5"
export IMPL_worst_slew_pin_slew_ns=0.968
export IMPL_postCtsHoldBufs=0
export IMPL_rsz0062_at_grt="false"
export IMPL_cts_sinks=480
export IMPL_grt_pass1_wl_um=153000
export IMPL_internal_power_mw=5.15
export IMPL_ff_latch_area_um2=12000
export IMPL_p_leak_nw=12.2
export IMPL_grtUsageTotal=0.249
export IMPL_area_delta_synth_final_pct=17.0
export IMPL_combPwrFrac=0.212
export IMPL_top_register="RegFile"
export IMPL_antenna_found_initial=5
export IMPL_synth_cells=2303
export IMPL_drive_gt1_frac=0.317
export IMPL_ys_flops=480
export IMPL_fp_utilization=0.304
export IMPL_postSynth_asyncResetShare=1.00
export IMPL_hold_ws_ns=0.459
export IMPL_irDropWorstVdd_uv=153
export IMPL_reg_largest_list="RegFile (480)"
export IMPL_yosysMostFrequentCell="mux2_2"
export IMPL_cts_root_buf="clkbuf_16"
export IMPL_vias_per_cell=6.13
export IMPL_post_dp_hpwl_um=63100
export IMPL_largest_reg_flops=480
export IMPL_r2r_start="RegFile[5][3]"
export IMPL_finalSetupViolCount=0
export IMPL_wl_per_cell_um=29.8
export IMPL_power_density_nw_per_um2=241
export IMPL_yosysCellCount=2303
export IMPL_cp_end_kind="output port"
export IMPL_hold_path_class="reg -> reg"
export IMPL_cp_start_kind="register"
export IMPL_path_class="reg -> out"
timing repair:
item,CTS,global route
endpoints found under the setup margin,4,10
pin swaps,0,7
gates resized,4,11
metrics by stage:
| stage | instances | setup TNS (ns) | cell area [um^2] |
|---|---|---|---|
| 6_report | 3547 | 0 | 30300 |
| 3_3_place_gp | 3424 | 0 | 28400 |
| 3_5_place_dp | 3424 | 0 | 28400 |
| 5_1_grt | 3546 | 0 | 30300 |
| 4_1_cts | 3546 | 0 | 30300 |
| 2_1_floorplan | 2303 | -1753.11 | 25900 |
worst max-delay path, cell delays in order, from the launching register on:
cell	delay, ns
dfrtn_1	0.43
and4_1	0.18
a31oi_1	0.05
o22a_1	0.24
a31oi_2	0.40
clkdlybuf4s50_1	0.55
routing by layer:
layer,up-vias,global-route usage
li1,8903,-
met1,10800,0.308
met2,1565,0.362
met3,453,0.119
met4,10,0.131
met5,-,0.00443
power by group through the flow:
stage | Combinational [mW] | Sequential, mW | Clock [mW]
finish | 1.55 | 3.36 | 2.41
global route | 1.67 | 3.43 | 2.53
CTS | 1.54 | 3.34 | 2.43
layout by cell type (no fill, tap or decap), drive strengths merged, types with 6 or more instances in the layout:
| cell | count |
|---|---|
| nor2 | 116 |
| a221oi | 23 |
| clkinv | 9 |
| a2111oi | 13 |
| mux2i | 66 |
| inv | 57 |
| a22o | 26 |
| nand2b | 16 |
| a221o | 9 |
| o21ai | 92 |
| a41oi | 10 |
| clkdlybuf4s50 | 100 |
| o221ai | 20 |
| a21oi | 111 |
| a222oi | 6 |
| buf | 105 |
| nor2b | 24 |
| dfstp | 28 |
| and2 | 7 |
| nor3 | 20 |
| mux2 | 504 |
| o32a | 38 |
| o22a | 14 |
| nand3 | 33 |
| a31oi | 30 |
| a32oi | 25 |
| a22oi | 146 |
| nand2 | 95 |
| clkbuf | 78 |
| o22ai | 41 |
| a32o | 13 |
| dfrtn | 452 |
| and3 | 8 |
| o2bb2ai | 7 |
| a21boi | 6 |
area by class of cell:
type	instances	share of cell area
flip-flops and latches	480	0.397
clock buffers	78	0.0521
multi-input cells	1565	0.423
repair buffers	207	0.0678
clock inverters	45	0.00900
inverters	27	0.00347
diodes	1	0.0000826
well taps	1144	0.0472
logic make-up after synthesis:
| family | Yosys count | synth area share |
|---|---|---|
| flip-flops | 480 | 0.465 |
| multiplexers | 570 | 0.245 |
| AND/OR/NAND/NOR | 338 | 0.0609 |
| AND-OR/OR-AND | 657 | 0.182 |
| buffers and inverters | 258 | 0.0475 |
worst paths after layout:
check                                       end  slack [ns]
worst min register to register    RegFile[8][6]        0.46
worst min-delay path              RegFile[8][6]        0.46
max in group asynchronous         RegFile[6][8]        1.84
min in group asynchronous       RegFile[14][23]        5.75
worst max-delay path                 Val_Rn[29]        0.06
worst max register to register    RegFile[5][3]        7.58
Power is estimated from default activity; no workload was simulated.
